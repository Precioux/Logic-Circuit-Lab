### flow/design.v
`timescale 1 ns/1 ns
module comparator3 (
	input [2:0] A ,
	input [2:0] B ,
	input l ,
	input e ,
	input g ,
	output lt ,
	output et ,
	output gt
);
	assign et = (A[0]~^B[0])&&(A[1]~^B[1])&&(A[2]~^B[2])&&e;
	assign gt = (A[2]&&(~B[2]))|
	            ((A[2]~^B[2])&&A[1]&&(~B[1]))|
	            ((A[1]~^B[1])&&(A[2]~^B[2])&&A[0]&&(~B[0]))|
	            ((A[0]~^B[0])&&(A[1]~^B[1])&&(A[2]~^B[2])&&g);
	assign lt = (B[2]&&(~A[2]))|
	            ((B[2]~^A[2])&&B[1]&&(~A[1]))|
	            ((B[1]~^A[1])&&(B[2]~^A[2])&&B[0]&&(~A[0]))|
	            ((B[0]~^A[0])&&(B[1]~^A[1])&&(B[2]~^A[2])&&l);
endmodule
`timescale 1 ns/1 ns
module comparator8 (
	input [7:0] A ,
	input [7:0] B ,
	input l ,
	input e ,
	input g ,
	output lt ,
	output et ,
	output gt
);
	wire [2:0] lt_;
	wire [2:0] et_;
	wire [2:0] gt_;
	comparator3 cmp1(A[2:0],B[2:0],l,e,g,lt_[0],et_[0],gt_[0]);
	comparator3 cmp2(A[5:3],B[5:3],lt_[0],et_[0],gt_[0],lt_[1],et_[1],gt_[1]);
	comparator3 cmp3({1'b1,A[7:6]},{1'b1,B[7:6]},lt_[1],et_[1],gt_[1],lt,et,gt);
endmodule
### flow/run.sh
#!/bin/bash
# OpenROAD 26Q1-2900-gdf79404cd8, Yosys 0.63+post, stock flow scripts
make -C /OpenROAD-flow-scripts/flow DESIGN_CONFIG=/design/flow/config.mk WORK_HOME=/design/flow/orfs finish
### flow/config.mk
export PLATFORM = sky130hd
export DESIGN_NAME = comparator8
export DESIGN_NICKNAME = comparator8
export VERILOG_FILES = /design/flow/design.v
export SDC_FILE = /design/flow/constraint.sdc
export NUM_CORES = 4
export LEC_CHECK = 1
export CORE_AREA = 10 10 70 70
export DIE_AREA = 0 0 80 80
### flow/constraint.sdc
current_design comparator8

set clk_period 3.2
set clk_io_pct 0.2

create_clock -name clk0 -period $clk_period

set non_clock_inputs [all_inputs -no_clocks]
set_input_delay [expr $clk_period * $clk_io_pct] -clock clk0 $non_clock_inputs
set_output_delay [expr $clk_period * $clk_io_pct] -clock clk0 [all_outputs]
==> run_results.csv <==
group,metric,value,unit
run,maxCapViolations,0,
synth,syn_area,332,sq um
routing,route.antenna.diode_count,0,
place,io_buffers,22,
hold_path,holdPathStages,7,
layout,flops,0,
routing,wire_per_inst,10.2,microns
layout,area_growth,96.6,%
setup_path,cp.arrival,2.46,ns
setup_path,cp.depth,8,
global_route,antenna_found_initial,0,
final_timing,finalWorstSetupSlack,0.0958,ns
die,fp_util,0.0971,
routing,drt-vias-per-instance,3.63,
pwr,power_density,118,nW/um^2
routing,first_pass_iters,5,
setup_path,path_class,"in2out",
layout,fillers,386,
final_timing,finalHoldViolCount,0,
setup_path,critical_path.max_stage_delay,0.48,ns
layout,final_common_cell,"clkdlybuf4s50_1",
die,core,3420,sq um
layout,fin_util,0.191,
hold_path,hp-start,"A[5]",
setup_path,startpoint,"A[2]",
setup_path,path_delay_family,"buffers and inverters",
final_timing,fin_tns_setup,0,ns
routing,vias,435,
clock_tree,ctsHoldBuffers,0,
final_timing,setup_viol,0,
final_timing,timing.final.crit_share,0.970,
layout,lay_top_cells,"clkdlybuf4s50_1, inv_1, ha_1, a31oi_1",
synth,ys_cells,49,
routing,routed_wl,1230,microns
global_route,grt_pass1_wl,1790,microns
routing,drt_iter0_markers,35,
synth,syn_inst,49,
pwr,p_leak,0.313,nW
layout,clock_buffers,0,
final_timing,drv_slew,0,
clock_tree,cts_setup_buffers,0,
setup_path,end_kind,"output pin",
global_route,grt_pass1_vias,423,
final_timing,fin_crit,3.10,ns
place,dp_slack,-0.221,ns
place,dp_hpwl,1100,microns
final_timing,fmax,322,MHz
die,rows,21,
synth,syn_avg_cell_area,6.77,sq um
setup_path,crit_required,2.56,ns
final_timing,tightest_slew,0.345,ns
pwr,p_total,0.0768,mW
global_route,grt_usage,0.0346,
die,chipHeight,80,microns
setup_path,crit_top_cell,"a31oi_1",
run,warnings,35,
place,dpl.cell_count,120,
die,io_pins,22,
layout,drive_gt1_frac,0.122,
layout,seqCellArea,0,sq um
setup_path,start_kind,"input pin",
die,die_w,80,microns
hold_path,hold_class,"in2out",
pwr,ir_drop,0.0342,mV
setup_path,cp_num_buf_inv,3,
global_route,grt_max_degree,8,
synth,ys_area,332,sq um
die,dieArea,6400,sq um
routing,drc,0,
setup_path,crit_fanout,7,
place,gp_congestion,0.776,
setup_path,crit_slowest_cell,"clkdlybuf4s50_1",
synth,ys_top_cells_by_area,"ha_1, inv_1, a31oi_1, maj3_2, nand4_1",
synth,ys_types,17,
synth,yosysSeqAreaShare,0,
synth,ys.warnings.count,0,
synth,top_cell_area_share,0.226,
final_timing,slew_headroom,0.769,
setup_path,path_cells,"clkdlybuf4s50_1, inv_1, ha_2, a31oi_1, a31oi_1, a2111oi_1, nor2_1, dlygate4sd2_1",
routing,ant_nets,0,
synth,yosysTopAreaCell,"ha_1",
layout,finalNonFillerCells,120,
global_route,grt_overflow,0,
outcome,status,"finished clean",
cell families (layout without fill, tap and decap cells):
kind of cell | Yosys count | count (layout) | share of synthesized area
xor gates and xnor gates | 3 | 3 | 0.0793
adders and majority gates | 8 | 8 | 0.294
AOI/OAI and AO/OA | 12 | 12 | 0.257
buffers and inverters | 14 | 39 | 0.158
and+or+nand+nor | 12 | 12 | 0.211
power breakdown:
| group | internal (mW) | switching (mW) |
|---|---|---|
| registers | 0 | 0 |
| clock network | 0 | 0 |
| logic | 0.0458 | 0.0310 |
per-layer routing:
metal	track usage	wire (microns)	vias to the layer above
met5	0	0	-
met4	0	0	0
met3	0.0193	146	0
met2	0.0626	582	15
met1	0.0363	497	195
li1	-	-	225
Yosys cell counts (all sizes together):
cell / number
inv: 14
ha: 6
a31oi: 4
nand4: 3
a2111oi: 2
a21o: 2
a21oi: 2
maj3: 2
nand2: 2
nor2: 2
nor2b: 2
o2111ai: 2
xnor2: 2
nand3: 1
nor3: 1
or4b: 1
xor2: 1
final timing paths:
check	end	slack [ns]
worst max-delay path	lt	0.1
worst min-delay path	lt	2.03
per-stage QoR:
stage	instance area, sq um	hold slack, ns
6_report	652	2.03
5_1_grt	652	2.14
4_1_cts	639	2.11
3_5_place_dp	632	2.22
3_3_place_gp	632	2.25
2_1_floorplan	332	1.35
cell type report:
type / instances / area [sq um] / area share
inverter: 14 / 52.6 / 0.0806
multi-input combinational: 35 / 300 / 0.461
timing repair buffer: 25 / 241 / 0.370
tap: 46 / 57.6 / 0.0883
timing repair:
item | 4_1_cts | 5_1_grt
pin swaps | 3 | 0
endpoints found under the setup margin | 3 | 2
gates resized | 5 | 5
Power and IR drop assume default switching activity.
