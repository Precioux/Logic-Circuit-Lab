===== /design/flow/run.sh =====
#!/bin/bash
# OpenROAD 26Q1-2900-gdf79404cd8, Yosys 0.63+post, stock flow scripts
make -C /OpenROAD-flow-scripts/flow DESIGN_CONFIG=/design/flow/config.mk WORK_HOME=/design/flow/orfs finish

===== /design/flow/config.mk =====
export PLATFORM = sky130hd
export DESIGN_NAME = alu
export DESIGN_NICKNAME = alu
export VERILOG_FILES = /design/flow/design.v
export SDC_FILE = /design/flow/constraint.sdc
export NUM_CORES = 4
export LEC_CHECK = 1
export CORE_AREA = 10 10 70 70
export DIE_AREA = 0 0 80 80

===== /design/flow/constraint.sdc =====
current_design alu

set clk_period 1.6
set clk_io_pct 0.2

create_clock -name clk0 -period $clk_period

set non_clock_inputs [all_inputs -no_clocks]
set_input_delay [expr $clk_period * $clk_io_pct] -clock clk0 $non_clock_inputs
set_output_delay [expr $clk_period * $clk_io_pct] -clock clk0 [all_outputs]

===== /design/flow/design.v =====
`timescale 1 ns/1 ns
module alu (
	input [1:0] A ,
	input [1:0] B ,
	input [1:0]	sel ,
	output [3:0] Y
);
	wire [3:0] _sum,_multiply,_nand,_notA;
	assign _sum = {1'b0,A + B};
	assign _multiply = A&{B[0],B[0]} + {A&{B[1],B[1]},1'b0};
	assign _nand = ~{2'b00,A&B};
	assign _notA = {2'b00,~A};
	multiplexer4x4 mux(_multiply,_sum,_nand,_notA,sel,Y);
endmodule
`timescale 1 ns/1 ns
module multiplexer4x4 (
	input [3:0] w3 ,
	input [3:0] w2 ,
	input [3:0] w1 ,
	input [3:0] w0 ,
	input [1:0]	sel ,
	output [3:0] y
);
	assign y = sel[1]?(sel[0]? w3 : w2):(sel[0]? w1 : w0);
endmodule

==> deck_impl_summary.md <==
Key Metrics from the Run

Status
  – Outcome: finished, final reports clean

STA
  – Setup_tns: 0 ps
  – Worst slew pin tran: 207 ps
  – F_max: 637 MHz
  – Final setup fails: 0
  – Final worst slack: 29.4 ps
  – Fin crit share: 98.2%
  – Fin Hold WS: 968 ps
  – Slew margin rel.: 86.2%
  – Final hold vios: 0
  – Crit path time final: 1570 ps
  – Slew Limit Fails: 0

Worst setup path
  – CP Class: in2out
  – Cell Chain, Critical Path: buf_8, ha_4, xor2_1, a221oi_1, o21ai_1, buf_2
  – Required time of the critical path: 1280 ps
  – Crit Path Max Fanout: 3
  – Critical path's largest stage delay: 240 ps
  – CP Capture Type: output port
  – Startpoint class of the critical path: input pin
  – WP data arrival: 1250 ps
  – Slowest CP cell: a221oi_1

Power
  – Total Power: 64.3 uW
  – Peak supply drop: 0.0194 mV
  – Sequential share of power: 0%
  – Switching share of power: 39.6%
  – Switching power total: 25.5 uW
  – Comb power frac: 100.0%
  – Clock share of power: 0%
  – Leakage: 0.000113 uW
  – Pwr/cell area: 214 nW/um2
  – Internal power: 38.8 uW

Detailed routing
  – Metal3 WL: 46 um
  – DR iter-0 viols: 4
  – Drt drc: 0
  – Wire per inst: 6.60 um
  – Wl on met1: 212 um
  – Antenna cell count: 0
  – Routed Antenna Nets: 0
  – DR top layer: met3
  – DRT Pass-1 Iters: 2
  – Met2 routed WL: 237 um
  – Vias: 161
  – Drt via density: 2.15
  – Total routed wirelength: 495 um

Placement
  – Routability-driven placement congestion ratio: 0.681
  – Pre-CTS setup slack: -726 ps
  – Input/output buffers: 10

Floorplan
  – Boundary pin count: 10
  – Die ar.: 6400 um2
  – Chip height: 80 um
  – Die W: 80 um
  – # rows: 21
  – FP Util: 3.48%
  – Core area: 3420 um2

Run
  – Max-Cap Viols: 0
  – Tool Warnings: 33

Global routing
  – Initial antenna violation count: 0
  – Largest net degree at the start of global routing: 8
  – First-pass GRT wire length: 765 um
  – Total Routing Usage GR: 1.48%
  – Vias in the first global route: 157
  – Gr ovfl total: 0

Final layout
  – Clk_buf instances: 0
  – Share of layout cells above drive strength 1: 48.3%
  – Area Overhead vs Synth: 153%
  – Util after Layout: 8.79%
  – FILL cells: 404
  – FF+latch area: 0 um2
  – FFs & Latches: 0

Synthesis
  – YS warnings: 0
  – Synthesized netlist cell count: 17
  – Cell Type Count: 13
  – Yosys chip area: 119 um2
  – Yosys cell count: 17
  – Synth Cell Area: 119 um2
  – Synthesized area per cell: 6.99 um2
  – Sequential share of the synthesized area: 0%

Hold path
  – Hold Crit Class: in2out

Clock network
  – Post-CTS Hold Buffers: 0
[cells in the mapped netlist]
| cell | n | area [um2] |
|---|---|---|
| a21oi_1 | 1 | 5.00 |
| ha_1 | 2 | 25.0 |
| o21ai_1 | 1 | 5.00 |
| xor2_1 | 3 | 26.3 |
| nor2b_1 | 2 | 12.5 |
| a221oi_1 | 1 | 8.76 |
| buf_4 | 1 | 7.51 |
| nand3_1 | 1 | 5.00 |
| nor3_1 | 1 | 5.00 |
| nor2_1 | 1 | 3.75 |
| inv_1 | 1 | 3.75 |
| a211oi_1 | 1 | 7.51 |
| nand2_1 | 1 | 3.75 |
[worst max-delay path: cells and delay by family]
kind	cells	cell delay, ps
compound gates	2	340
fa+ha+maj	1	230
buf+inv	2	220
xor+xnor	1	130
[cell type report]
class                      instances  area [um2]  share of cell area (%)
tap                               46        57.6                    19.2
inverter                           1        3.75                    1.25
timing repair buffer              13        98.8                    32.9
multi-input combinational         15         140                    46.7
[cell families (layout without fill, tap and decap cells)]
kind of cell	after synthesis	after routing	synth area share [%]
AND/OR/NAND/NOR	6	6	25.2
AND-OR/OR-AND	4	4	22.1
XOR/XNOR	3	3	22.1
adder cells (fa/ha/maj)	2	2	21.0
buffers and inverters	2	14	9.47
[metrics by stage]
stage | instances | cell area, um2
after detailed placement | 74 | 284
after global routing | 75 | 300
after floorplan | 17 | 119
after CTS | 75 | 300
after global placement | 74 | 284
final | 75 | 300
[path summary, 6_finish.rpt]
check	startpoint	end	slack (ps)	depth (start not counted)
max	A[1]	Y[1]	30	6
min	A[1]	Y[1]	970	4
[cell usage in the layout (no fill, tap or decap)]
| master | n |
|---|---|
| buf_2 | 6 |
| xor2_1 | 3 |
| buf_4 | 3 |
| ha_4 | 2 |
| clkdlybuf4s50_1 | 2 |
| nand2_1 | 1 |
| nand3_1 | 1 |
| nor2b_1 | 1 |
| nor2b_4 | 1 |
| inv_1 | 1 |
| nor3_1 | 1 |
| a221oi_1 | 1 |
| o21ai_1 | 1 |
| nor2_1 | 1 |
| a211oi_1 | 1 |
| a21oi_1 | 1 |
| buf_8 | 1 |
| buf_6 | 1 |
[power groups by stage]
stage	sequential [uW]	combinational, uW	clock, uW
CTS	0	64.1	0
global route	0	72.7	0
finish	0	64.3	0
[routing by layer]
| layer | global-route usage (%) | up-vias |
|---|---|---|
| li1 | - | 84 |
| met1 | 1.98 | 71 |
| met2 | 2.49 | 6 |
| met3 | 0.341 | 0 |
| met4 | 0 | 0 |
| met5 | 0 | - |
[repair_timing]
item | CTS | global route
setup buffers | 1 | 0
pin swaps | 4 | 2
endpoints found under the setup margin | 4 | 3
gates resized | 36 | 6
Power figures rest on the tool's default switching activity, not on a simulated workload.
