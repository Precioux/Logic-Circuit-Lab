$ cat design/flow/run.sh
#!/bin/bash
# OpenROAD 26Q1-2900-gdf79404cd8, Yosys 0.63+post, stock flow scripts
make -C /OpenROAD-flow-scripts/flow DESIGN_CONFIG=/design/flow/config.mk WORK_HOME=/design/flow/orfs finish
$ cat design/flow/config.mk
export PLATFORM = sky130hd
export DESIGN_NAME = system
export DESIGN_NICKNAME = system
export VERILOG_FILES = /design/flow/design.v
export SDC_FILE = /design/flow/constraint.sdc
export NUM_CORES = 4
export LEC_CHECK = 1
export CORE_AREA = 10 10 70 70
export DIE_AREA = 0 0 80 80
$ cat design/flow/constraint.sdc
current_design system

set clk_period 1.7
set clk_io_pct 0.2

create_clock -name clk0 -period $clk_period [get_ports {clk}]

set non_clock_inputs [all_inputs -no_clocks]
set_input_delay [expr $clk_period * $clk_io_pct] -clock clk0 $non_clock_inputs
set_output_delay [expr $clk_period * $clk_io_pct] -clock clk0 [all_outputs]
$ cat design/flow/design.v
`timescale 1 ns/1 ns
module fsm (
  input        rst ,  
  input        clk ,
  input        confirm ,
  input  [3:0] pass_data ,
  output       en_left ,
  output       en_right ,
  output [3:0] dout
);
  reg [2:0] state;
  parameter init = 3'b000, active = 3'b001, request = 3'b101, trap = 3'b111;
  parameter password = 4'b0000;
  always @(posedge clk or negedge rst)
    begin
      if(~rst) state <= init;
      else
        case (state)
          init: 
            if(rst) state <= active;
          active: 
            if(confirm && pass_data == password) 
              state <= request;
          else if (confirm && ~(pass_data == 4'b000)) state <= trap;
        endcase
    end
  assign en_left = confirm&state[2]&(~state[1])&state[0]&pass_data[0];
  assign en_right = confirm&state[2]&(~state[1])&state[0]&(~pass_data[0]);
  assign dout = pass_data;
endmodule
`timescale 1 ns/1 ns
module register (
	input        rst ,
	input        clk ,
	input        en ,
	input  [3:0] din ,
	output reg [3:0] qout
);
	always @(posedge clk)
		if (~rst)
			qout = 4'b0000;
		else if (en)
			qout = din;
endmodule
`timescale 1 ns/1 ns
module system (
	input        rst ,
	input        clk ,
	input        confirm,
	input  [3:0] din ,
	output [3:0] dout_left ,
	output [3:0] dout_right
);
	wire       en_left;
	wire       en_right;
	wire [3:0] dout;
	fsm state_machine(rst,clk,confirm,din,en_left,en_right,dout);
	register l_reg(rst,clk,en_left,dout,dout_left);
	register r_reg(rst,clk,en_right,dout,dout_right);
endmodule
==> results.txt <==
leakage power = 0.255 nW
Overflow after GRT = 0
Crit. End Element = primary output
CP max stage delay = 0.49 ns
Top Layer Used = met4
hold slack = 0.430 ns
Initial Util = 0.125
fillcell total = 386
initial drt markers = 21
CP Cell Sequence = clkdlybuf4s50_1
clk latency of the worst-skew pair = 0.26 ns
worst path required time = 1.36 ns
vias in the first global route = 371
worst setup slack after layout = 0.280 ns
site row count = 21
syn_area_per_cell = 10.1 um^2
Area Overhead vs Synth = 49.1%
Final min period = 1.42 ns
chip area = 6400 um^2
max-slew violation count = 0
Final setup viols = 0
GRT Total Usage = 0.0353
Max IR drop VDD = 0.124 mV
RSZ-0062 raised after global routing = false
core area = 3420 um^2
number of logged tool warnings = 25
WL met1 = 452 um
Worst-path clk slew = 0.07 ns
chip height = 80 um
DP Cell Count = 100
yosys warns = 2
routed wl met2 = 474 um
Hold Fails Final Rpt = 0
Final TNS setup = 0 ns
die width = 80 um
CP Depth = 1
first-pass GRT wire length = 1.79 mm
Ports = 15
CTS tree = yes
clk sinks = 11
Synth area leader = dfxtp_1
Pwr Density = 728 nW/um^2
post-CTS setup buffer count = 0
Synth Instances = 42
Resized Gates After CTS = 0
Post-Synthesis Cell Area = 425 um^2
Max Clk Rate = 704 MHz
FF-to-FF End = r_reg.qout[1]
FF-to-FF setup slack = 0.52 ns
yosys stat area = 425 um^2
Via density = 3.18
DR WL met3 = 111 um
Max Buffers Root-to-Sink = 2
critical path arrival = 1.08 ns
Yosys Instances = 42
max_cap viols = 0
status = completed
Hold WC Path Type = input pin to async pin
TritonRoute pass-1 iters = 3
worst-margin pin slew = 0.548 ns
vias = 331
final period utilization = 0.835
top-area cell type share of the netlist area = 0.376
final wirelength = 1.06 mm
port bufs = 14
Worst path slowest cell = clkdlybuf4s50_1
H-tree lvl count = 1
startpoint class of the critical path = flip-flop
clock skew = 0.00145 ns
TritonCTS buffer count = 3
critical path's top delay family = buffers and inverters
top cells, area = dfxtp_1 38%, dfrtp_1 18%, mux2i_1 14%
DRC viols = 0
GP Congestion = 0.744
Root Driver = clkbuf_4
Final ANT Viol Nets = 0
reg2reg start = state_machine.state[1]
largest net degree at the start of global routing = 16
Setup CP Type = flip-flop to primary output
ratio of cells with drive above 1 in the final layout = 0.0517
Crit Path Max Fanout = 2
Unique cell types = 16
Crit path buffers/inverters = 1
cts-stage hold buffer count = 0
wire length per cell after detailed routing = 10.1 um
pre-CTS worst setup slack = 0.0956 ns
Layout Cells excl Fill = 104
Yosys reg bits = 11
Antenna Cells = 0
initial antenna violation count = 0
Power Total = 0.462 mW
Slew headroom = 0.634
Synth Seq Share = 0.553
Reg2Reg Depth = 3
==> sequential cells by signal, indices dropped and copies added (netlist names) <==
signal	count
state_machine.state	3
l_reg.qout	4
r_reg.qout	4
==> worst max-delay path by stage <==
stage                      endpoint  slack, ns     startpoint
final                  dout_left[2]       0.28  l_reg.qout[2]
after global routing  l_reg.qout[1]       0.20        confirm
after CTS             dout_right[1]       0.25  r_reg.qout[1]
==> cells in the final DEF, fill, tap and decap left out, drive strengths merged, types with 2 or more instances in the layout <==
cell           count
nor2               2
clkbuf             4
mux2i              6
dfrtp              3
dfxtp              8
nand2             11
clkdlybuf4s50     14
inv                2
==> kinds of logic after synthesis <==
group,Yosys count,share of synthesized area
muxes,6,0.141
and+or+nand+nor,17,0.182
AOI/OAI and AO/OA,4,0.0706
buffers and inverters,4,0.0529
DFF,11,0.553
==> power by group <==
| part | internal [mW] | leakage, nW | total, mW | switching (mW) |
|---|---|---|---|---|
| combinational | 0.0144 | 0.139 | 0.0256 | 0.0112 |
| sequential | 0.258 | 0.101 | 0.258 | 0.0000000000000000570 |
| clock | 0.0907 | 0.0150 | 0.178 | 0.0868 |
==> Yosys cell counts, drive strengths merged <==
library cell  instances
nand2                11
inv                   2
a21boi                1
a21o                  1
dfxtp                 8
nor2b                 1
clkbuf                1
mux2i                 6
nand4                 1
and4b                 1
dfrtp                 3
o21bai                1
nor4                  1
o31ai                 1
buf                   1
nor2                  2
==> through the flow <==
stage               utilization  cell area [um^2]
detailed placement        0.178               608
global route              0.186               634
floorplan                     -               425
CTS                       0.186               634
global placement          0.178               608
finish                    0.186               634
==> area by class of cell <==
| type | count | area, um^2 | share of cell area |
|---|---|---|---|
| multi-input cells | 27 | 168 | 0.264 |
| clock buffers | 4 | 26.3 | 0.0414 |
| well taps | 46 | 57.6 | 0.0907 |
| repair buffers | 14 | 140 | 0.221 |
| inverters | 2 | 7.51 | 0.0118 |
| flip-flops and latches | 11 | 235 | 0.371 |
==> metal layers <==
metal,up-vias,global-route usage
met2,8,0.0546
met5,-,0
met4,0,0.0106
li1,172,-
met3,2,0.0205
met1,149,0.0402
No activity file was given, so power comes from the tool's default toggle rates.
